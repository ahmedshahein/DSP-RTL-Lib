--- flow/config.mk ---
export PLATFORM = sky130hd
export DESIGN_NAME = filt_cicd
export DESIGN_NICKNAME = filt_cicd
export VERILOG_FILES = /design/flow/design.v
export SDC_FILE = /design/flow/constraint.sdc
export NUM_CORES = 4
export LEC_CHECK = 1
export CORE_UTILIZATION = 30
--- flow/constraint.sdc ---
current_design filt_cicd

set clk_period 15.3
set clk_io_pct 0.2

create_clock -name clk0 -period $clk_period [get_ports {i_clk}]

set non_clock_inputs [all_inputs -no_clocks]
set_input_delay [expr $clk_period * $clk_io_pct] -clock clk0 $non_clock_inputs
set_output_delay [expr $clk_period * $clk_io_pct] -clock clk0 [all_outputs]
--- flow/design.v ---
module filt_cicd #(
  parameter gp_decimation_factor = 4,
  parameter gp_order             = 3,
  parameter gp_diff_delay        = 1,
  parameter gp_phase             = 0,
  parameter gp_inp_width         = 8,
  parameter gp_oup_width         = gp_inp_width + gp_order*$clog2(gp_decimation_factor*gp_diff_delay)
) (
  input  wire                           i_rst_an,
  input  wire                           i_ena,
  input  wire                           i_clk,
  input  wire signed [gp_inp_width-1:0] i_data,
  output wire signed [gp_oup_width-1:0] o_data
);
  localparam c_fill_width = gp_oup_width - gp_inp_width;
  wire w_sclk;
  wire signed [gp_oup_width-1         :0] r_comb_inp;  
  reg         [gp_decimation_factor-1 :0] r_count;
  wire signed [gp_order*gp_oup_width-1:0] r_int_dly;
  wire signed [gp_order*gp_oup_width-1:0] r_comb_dly;
  wire signed [gp_oup_width-1         :0] w_data;
  wire signed [gp_order*gp_oup_width-1:0] w_int_add;
  wire signed [gp_order*gp_oup_width-1:0] w_comb_diff;
  genvar i;
  always @(posedge i_clk or negedge i_rst_an)
    begin: p_ring_counter
      if (!i_rst_an)
        begin
	  r_count <= 'd0;
	end
      else if (i_ena)
       begin
         if (r_count=='d0)
           r_count[0] <= 1'b1;
	 else
	   begin
	     r_count[0] <= r_count[gp_decimation_factor-1];
	     r_count[gp_decimation_factor-1:1] <= r_count[gp_decimation_factor-2:0];
	   end
       end
    end
  assign w_data = {{c_fill_width{i_data[gp_inp_width-1]}},i_data};
  generate
    for (i=0; i<gp_order; i=i+1)
      begin: g_integrator
        if (i==0)
          begin: g_int_0
            assign w_int_add[(i+1)*gp_oup_width-1 -: gp_oup_width] = $signed(w_data) + $signed(r_int_dly[(i+1)*gp_oup_width-1 -: gp_oup_width]);
            dff #(
	      .gp_data_width (gp_oup_width)
	    ) CIC_INT_DLY (
	      .i_rst_an (i_rst_an),
              .i_ena	(i_ena),
              .i_clk	(i_clk),
	      .i_data	(w_int_add[(i+1)*gp_oup_width-1 -: gp_oup_width]),
	      .o_data	(r_int_dly[(i+1)*gp_oup_width-1 -: gp_oup_width])
	    );  	    
          end
        else
          begin: g_int_1_n
            assign w_int_add[(i+1)*gp_oup_width-1 -: gp_oup_width] = $signed(w_int_add[i*gp_oup_width-1 -: gp_oup_width]) + $signed(r_int_dly[(i+1)*gp_oup_width-1 -: gp_oup_width]);
            dff #(
	      .gp_data_width (gp_oup_width)
	    ) CIC_INT_DLY (
	      .i_rst_an (i_rst_an),
              .i_ena	(i_ena),
              .i_clk	(i_clk),
	      .i_data	(w_int_add[(i+1)*gp_oup_width-1 -: gp_oup_width]),
	      .o_data	(r_int_dly[(i+1)*gp_oup_width-1 -: gp_oup_width])
	    );  	  
          end
      end
  endgenerate
  assign w_sclk = r_count[gp_phase];
  dff #(
    .gp_data_width (gp_oup_width)
  ) cicd_downsample (
    .i_rst_an (i_rst_an),
    .i_ena    (w_sclk),
    .i_clk    (i_clk),
    .i_data   (w_int_add[gp_order*gp_oup_width-1 -: gp_oup_width]),
    .o_data   (r_comb_inp)
  );
  generate
    for (i=0; i<gp_order; i=i+1)
      begin: g_comb
        if (i==0)
          begin: g_comb_0
            shift_register #(
              .gp_data_width (gp_oup_width),
              .gp_nr_stages  (gp_diff_delay)
            ) CIC_COMB_SR (
              .i_rst_an (i_rst_an),
              .i_ena	(r_count[gp_phase]),  
              .i_clk	(i_clk),  
              .i_data	(r_comb_inp), 
              .o_data	(r_comb_dly[(i+1)*gp_oup_width-1 -: gp_oup_width]),
              .o_shift_done ()  
            );
            assign w_comb_diff[(i+1)*gp_oup_width-1 -: gp_oup_width] = $signed(r_comb_inp) - $signed(r_comb_dly[(i+1)*gp_oup_width-1 -: gp_oup_width]);
          end
        else
          begin: g_comb_1_n
            shift_register #(
              .gp_data_width (gp_oup_width),
              .gp_nr_stages  (gp_diff_delay)
            ) CIC_COMB_SR (
              .i_rst_an (i_rst_an),
              .i_ena	(r_count[gp_phase]),  
              .i_clk	(i_clk),  
              .i_data	(w_comb_diff[i*gp_oup_width-1 -: gp_oup_width]), 
              .o_data	(r_comb_dly[(i+1)*gp_oup_width-1 -: gp_oup_width]),
              .o_shift_done ()  
            );  	    
            assign w_comb_diff[(i+1)*gp_oup_width-1 -: gp_oup_width] = $signed(w_comb_diff[i*gp_oup_width-1 -: gp_oup_width]) - $signed(r_comb_dly[(i+1)*gp_oup_width-1 -: gp_oup_width]); 
          end
      end
  endgenerate
 assign o_data = w_comb_diff[gp_order*gp_oup_width-1 -: gp_oup_width];
endmodule
module dff #(
  parameter gp_data_width = 8                   
) 
(
  input  wire                     i_rst_an,     
  input  wire                     i_ena,        
  input  wire                     i_clk,        
  input  wire [gp_data_width-1:0] i_data,       
  output wire [gp_data_width-1:0] o_data        
);
  reg [gp_data_width-1:0] r_data;
  always @(posedge i_clk or negedge i_rst_an)
    begin: p_dff
      if (!i_rst_an)
        r_data <= 'd0;
      else if (i_ena)
        r_data <= i_data;  
    end
  assign o_data = r_data;
endmodule
module shift_register #(
  parameter gp_data_width = 8,                    
  parameter gp_nr_stages  = 4                     
) (
  input  wire                     i_rst_an,       
  input  wire                     i_ena,          
  input  wire                     i_clk,          
  input  wire [gp_data_width-1:0] i_data,         
  output wire [gp_data_width-1:0] o_data,         
  output wire                     o_shift_done    
);
  localparam c_cnt_width = $clog2(gp_nr_stages);
  reg [c_cnt_width-1:0]                 r_cnt;
  reg                                   r_shift_done; 
  wire                                  w_shift_done;
  wire [gp_nr_stages*gp_data_width-1:0] w_data;
  always @(posedge i_clk or negedge i_rst_an)
    begin: p_count_done
      if (!i_rst_an)
        begin
	  r_cnt        <= 'd0;
	  r_shift_done <= 1'b0;
	end
      else if (i_ena)
        begin
	  if (r_cnt<gp_nr_stages)
	    r_cnt <= r_cnt + 1'b1;
	  if (w_shift_done)
	    r_shift_done <= 1'b1;	    
	end
    end
  genvar i;  
  generate
    for (i=0; i<gp_nr_stages; i=i+1)
      begin: g_shift_register_loop
        if (i==0)
          begin: g_shift_register_0
            dff #(
	    .gp_data_width (gp_data_width)
	    ) REG_COMMUTATOR_INP_DATA  (
	    .i_rst_an (i_rst_an),
	    .i_ena    (i_ena),
	    .i_clk    (i_clk),
	    .i_data   (i_data),
	    .o_data   (w_data[(i+1)*gp_data_width-1 -: gp_data_width])
	    );
          end
        else
          begin: g_shift_register_1_n
            dff #(
	    .gp_data_width (gp_data_width)
	    ) REG_COMMUTATOR_INP_DATA  (
	    .i_rst_an (i_rst_an),
	    .i_ena    (i_ena),
	    .i_clk    (i_clk),
	    .i_data   (w_data[(i)*gp_data_width-1 -: gp_data_width]),
	    .o_data   (w_data[(i+1)*gp_data_width-1 -: gp_data_width])
	    );  	  
          end
        end
  endgenerate
assign w_shift_done = (r_cnt == gp_nr_stages) ? 1'b1 : r_shift_done;
assign o_shift_done = w_shift_done;
assign o_data       = w_data[gp_nr_stages*gp_data_width-1 -: gp_data_width];  
endmodule
--- flow/run.sh ---
#!/bin/bash
# OpenROAD 26Q1-2900-gdf79404cd8, Yosys 0.63+post, stock flow scripts
make -C /OpenROAD-flow-scripts/flow DESIGN_CONFIG=/design/flow/config.mk WORK_HOME=/design/flow/orfs finish
==> notes.md <==
Observations from the implementation run.

Setup path:
- The number of buffers and inverters on the critical path is 2.
- The launch point of the critical path was reported as cicd_downsample.r_data[0].
- The report puts the cell count of the worst reg-to-reg path at 22.
- The run gives the total number of cells along the worst setup path as 22.
- The run puts the slack of the worst reg-to-reg path at 10420 ps.
- Per the STA report, the cell with the highest stage delay on the worst path is sky130_fd_sc_hd__a2111oi_0.
- The worst setup path is captured at an output port.
- The worst setup path is launched from a flop.
- The run gives the startpoint-to-endpoint class of the critical path as flop to output port.
- The run gives the required time of the critical path as 12240 ps.
- The run gives the most numerous cell on the critical path as sky130_fd_sc_hd__o21ai_0.
- The run gives the dominant delay contributor by cell family on the critical path as AND-OR/OR-AND gates.
- The run gives the worst setup path endpoint as o_data[13].
- The run puts the arrival time of the worst setup path at 5440 ps.
- For the worst reg-to-reg path, the endpoint reported by OpenROAD is g_integrator[2].g_int_1_n.CIC_INT_DLY.r_data[13].
- The signal on the critical path passes through inv_1 > ha_1 > fa_1 > nor2b_1 > o21ai_0 > a21boi_0 > o21ai_0 > nor2b_1 > xnor2_1 > ha_1 > a2111oi_0 > o21ai_0 > nand2_1 > xnor2_1 > ha_1 > nand3_1 > o21ai_0 > o21ai_0 > a21oi_1 > xor2_1 > xnor2_1 > clkdlybuf4s50_1.
- The run puts the largest stage delay on the critical path at 550 ps.
- In this run the critical register-to-register path is launched from g_integrator[0].g_int_0.CIC_INT_DLY.r_data[0].
- Looking at the critical path, the highest net fanout was 5.

Logic synthesis:
- The run gives the chip area from the yosys synthesis statistics as around 7200 µm².
- In the Yosys report the total cell count is 741.
- The average instance in the mapped netlist occupies 9.67 µm².
- The run gives the number of library cell types mapped by synthesis as 53.
- The run gives the top flip-flop cell by instance count after synthesis as sky130_fd_sc_hd__dfrtp_1.
- The main area contributors are sky130_fd_sc_hd__dfrtp_1 36%, sky130_fd_sc_hd__ha_1 14%, sky130_fd_sc_hd__mux2_2 9.1%.
- The run gives the post-synthesis async set-or-reset flop share as 1.00.
- The run puts the count of library flops with an enable pin at 0.
- The run gives the part of the Yosys area used for sequential elements as 0.356.
- The synthesis stat section lists a flop and latch total of 102.
- Synthesis produced a netlist whose cell count is 741.
- The synthesized design spends more area on one cell type than any other, namely sky130_fd_sc_hd__dfrtp_1.
- Of the post-synthesis cell area, the dominant cell type holds 0.356.
- The run gives the post-synthesis instance area as 7160 µm².
- The run puts the number of warnings issued by yosys at 3.

Route:
- The routed design shows a via density per instance of 4.58.
- The run gives the number of DRC markers after the initial detailed-route iteration as 144.
- The run gives the final wirelength as between 10 and 15 mm.
- 0 antenna diodes ended up in the layout.
- The run gives the overall via count from detail_route as about 5000.
- The run puts the remaining antenna violation count after routing at 0.
- The run puts the number of design rule violations left after detail routing at 0.
- The run gives the post-detailed-route wirelength per cell as 10.9 µm.
- The run puts the iteration tally of the first detailed-router pass at 4.

Placed design:
- Once placement finished, the instance area stood at 7770 µm².
- The congestion estimate from routability-driven global placement came to 0.859.
- The run puts the half-perimeter wire length of the detailed placement result at 8.98 mm.
- The run gives the count of buffers inserted at the top-level ports as 24.
- The run puts the worst setup slack before clock tree synthesis at just over 7000 ps.

STA:
- The highest clock rate this design can be run at is approximately 120 MHz.
- In the final timing run, aggregate negative setup slack is 0 ps.
- Of the available clock period, the critical path in the final layout requires 0.555.
- The run puts the worst setup slack after layout at 6800 ps.
- Per the finish-stage timing summary, setup violations number 0.
- After layout, the setup clock skew is reported as about 5.7 ps.
- The run puts the final hold violation count at 0.
- The run puts the tightest slew margin relative to the limit at 0.587.
- The run gives the time the final worst path needs with I/O delays and setup as between 8000 and 9000 ps.
- The run gives the pin slew with the least headroom to its limit as 620 ps.
- Setup repair after global routing left no endpoint under its margin.
- The final timing report lists a max-slew violation count of 0.

Clock network:
- The run puts the clock sink count at slightly above 100.
- The number of gates resized after CTS was 0.
- The run puts the CTS buffer count at 9.
- The run gives the clock network latency to the later pin of the worst-skew pair as 340 ps.
- In this run the clock root is driven by a sky130_fd_sc_hd__clkbuf_16.
- Per the CTS log, the maximum H-tree level is 3.
- The run gives the worst-case clock buffer depth as 2.
- The run puts the clock-pin slew on the worst setup and hold paths at 70 ps.
- The run gives the CTS tree as yes.
- The run gives the total of hold buffers inserted after clock tree synthesis as 0.
- Looking at the post-CTS report, the setup buffer insertion count equals 0.

Die:
- The run gives the vertical die size as 157 µm.
- The run puts the die outline width at 157 µm.
- The run puts the fraction of the core area occupied by cells at floorplan at 0.305.
- The run puts the die footprint at 24500 µm².
- The floorplan has between 50 and 60 rows.
- The run gives the core area as 23500 µm².
- The floorplan report gives the top-level pin count as 25.

Flow run:
- The run puts the max capacitance violation total at 0.
- The run gives the total tool warning count as 27.

Layout:
- Leaving out buffers and inverters, the combinational logic in the layout accounts for 4320 µm².
- The run puts the number of fill cells in the layout at 2375.
- The run puts the relative area change from synthesis to final layout at 12.8%.
- In the final layout, the share of cells above drive strength 1 is 0.110.
- Across the whole layout, storage elements account for 2550 µm².
- The run gives the final instance area as between 8000 and 9000 µm².

Global route:
- The run gives the number of global-route vias before repair as 4800.
- Overall routing resource usage recorded by global route was 0.108.
- The first global-routing pass estimated 21.5 mm of wire.
- The run puts the total global routing overflow at 0.
- The run gives the initial antenna violation count as 0.
- The run gives the maximum number of pins on one net before global-route repair as 66.

Worst hold path:
- According to the hold report, the worst path is of the flop to flop type.
- The run puts the instance count along the most critical hold path at 1.

Status:
- The run finished with clean final reports.
layout by cell type, fill, tap and decap left out, types with 8 or more instances in the layout:
master / instances
sky130_fd_sc_hd__mux2_2: 58
sky130_fd_sc_hd__inv_1: 63
sky130_fd_sc_hd__o21ai_0: 66
sky130_fd_sc_hd__nand3_1: 10
sky130_fd_sc_hd__nand2b_1: 9
sky130_fd_sc_hd__o21a_1: 10
sky130_fd_sc_hd__nand2_1: 55
sky130_fd_sc_hd__a21o_1: 16
sky130_fd_sc_hd__xor2_1: 19
sky130_fd_sc_hd__nor2_1: 38
sky130_fd_sc_hd__clkdlybuf4s50_1: 22
sky130_fd_sc_hd__nor2b_1: 14
sky130_fd_sc_hd__xnor2_1: 52
sky130_fd_sc_hd__ha_1: 80
sky130_fd_sc_hd__nor3_1: 8
sky130_fd_sc_hd__a21oi_1: 50
sky130_fd_sc_hd__dfrtp_1: 101
sky130_fd_sc_hd__clkbuf_16: 9
layout make-up:
type,instances,area share
Tap cell,319,0.0494
Timing Repair Buffer,28,0.0325
Multi-Input combinational cell,561,0.535
Inverter,63,0.0293
Clock buffer,11,0.0301
Clock inverter,5,0.00790
Sequential cell,102,0.316
worst min path at each step:
| stage | from | end | slack (ps) |
|---|---|---|---|
| final | g_integrator[0].g_int_0.CIC_INT_DLY.r_data[13] | g_integrator[0].g_int_0.CIC_INT_DLY.r_data[13] | 480 |
| after CTS | g_integrator[0].g_int_0.CIC_INT_DLY.r_data[13] | g_integrator[0].g_int_0.CIC_INT_DLY.r_data[13] | 490 |
| after global routing | g_integrator[0].g_int_0.CIC_INT_DLY.r_data[13] | g_integrator[0].g_int_0.CIC_INT_DLY.r_data[13] | 500 |
per-layer routing:
metal  share of wire  global-route usage  up-vias
li1                -                   -     2652
met1            0.54               0.164     2284
met2            0.43               0.171       47
met3           0.021              0.0189        7
met4          0.0067             0.00794        0
met5               0                   0        -
cells by family (layout without fill, tap and decap cells):
group | Yosys count | count (layout) | share of synthesized area
muxes | 60 | 60 | 0.0940
buffers and inverters | 78 | 107 | 0.0409
xor gates and xnor gates | 72 | 72 | 0.0901
and+or+nand+nor | 152 | 152 | 0.0987
AOI/OAI and AO/OA | 191 | 191 | 0.163
adders and majority gates | 86 | 86 | 0.157
DFF | 102 | 102 | 0.356
stage by stage:
step / hold slack [ps] / instances / util
2_1_floorplan: 447 / 741 / -
3_3_place_gp: 470 / 1073 / 0.331
3_5_place_dp: 476 / 1073 / 0.331
4_1_cts: 489 / 1089 / 0.344
5_1_grt: 504 / 1089 / 0.344
6_report: 484 / 1089 / 0.344
worst register-to-register path, stage by stage, from the launching register on:
cell and delay, ps:
sky130_fd_sc_hd__dfrtp_1 380, sky130_fd_sc_hd__ha_1 220, sky130_fd_sc_hd__fa_1 400, sky130_fd_sc_hd__a21o_1 190
sky130_fd_sc_hd__a21oi_1 220, sky130_fd_sc_hd__o21bai_1 120, sky130_fd_sc_hd__a211oi_1 310, sky130_fd_sc_hd__o21bai_1 140
sky130_fd_sc_hd__xor2_1 240, sky130_fd_sc_hd__ha_1 340, sky130_fd_sc_hd__nand3_1 110, sky130_fd_sc_hd__nand2_1 80
sky130_fd_sc_hd__a21o_1 170, sky130_fd_sc_hd__o21ai_0 260, sky130_fd_sc_hd__nor2b_1 200, sky130_fd_sc_hd__xnor2_1 90
sky130_fd_sc_hd__ha_1 330, sky130_fd_sc_hd__o21ai_0 130, sky130_fd_sc_hd__nor2_1 100, sky130_fd_sc_hd__mux2i_1 80
sky130_fd_sc_hd__o211ai_1 100, sky130_fd_sc_hd__xor3_1 280, sky130_fd_sc_hd__mux2_2 280
Yosys cell counts (all sizes together) (6+ instances only):
master,instances
nor3,8
nand2b,9
mux2,58
o21bai,7
nor2,38
xor2,19
inv,63
a211oi,7
fa,6
dfrtp,102
a21o,16
o21a,10
a21oi,50
nand2,55
o21ai,68
xnor2,52
ha,80
nor2b,14
nand3,10
clkbuf,11
