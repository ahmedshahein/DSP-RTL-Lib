**/design/flow/design.v**
```verilog
module dff #(
  parameter gp_data_width = 8                   
) 
(
  input  wire                     i_rst_an,     
  input  wire                     i_ena,        
  input  wire                     i_clk,        
  input  wire [gp_data_width-1:0] i_data,       
  output wire [gp_data_width-1:0] o_data        
);
  reg [gp_data_width-1:0] r_data;
  always @(posedge i_clk or negedge i_rst_an)
    begin: p_dff
      if (!i_rst_an)
        r_data <= 'd0;
      else if (i_ena)
        r_data <= i_data;  
    end
  assign o_data = r_data;
endmodule
module commutator #(
  parameter gp_ccw               = 1,                                      
  parameter gp_idata_width       = 8,                                      
  parameter gp_decimation_factor = 4,                                      
  parameter gp_reg_oup           = 1,                                      
  parameter gp_phase             = 0                                       
  )                              
(
  input  wire                                                  i_rst_an,   
  input  wire                                                  i_ena,      
  input  wire                                                  i_clk,      
  input  wire signed [gp_idata_width-1:0]                      i_data,     
  output wire signed [gp_decimation_factor*gp_idata_width-1:0] o_data,     
  output wire                                                  o_clk       
);
  localparam c_cnt_width = gp_decimation_factor;
  reg  [c_cnt_width-1:0]                         r_ring_cnt;
  reg                                            r_done;    
  wire [c_cnt_width-1:0]                         w_phase_to_idx;  
  wire [gp_decimation_factor*gp_idata_width-1:0] w_data; 
  wire                                           w_ena; 
  wire                                           w_done;
  wire signed [gp_idata_width-1:0]               d_data;
  genvar x;
  generate
    if (!gp_ccw)
      begin: g_commutator_cw
        always @(posedge i_clk or negedge i_rst_an)
          begin: p_ring_counter_cw
            if (!i_rst_an)
              begin
                r_ring_cnt <= 'd0;
		r_done     <= 1'b0;
              end
            else if (i_ena)
              begin
                if (r_ring_cnt == 'd0)
                  begin
                    r_ring_cnt[c_cnt_width-1] <= 1'b1;
                  end
                else
                  begin
                    r_ring_cnt[c_cnt_width-1]   <= r_ring_cnt[0];
                    r_ring_cnt[c_cnt_width-2:0] <= r_ring_cnt[c_cnt_width-1:1];  
                  end
		r_done <= w_done;
              end
          end 
	if (gp_phase==0)
	  begin: SR_PHASE_EQ_0
	    assign d_data = i_data;
	  end
	else	  
	  begin: g_phase_alignment
            shift_register #(
	      .gp_data_width (gp_idata_width),
	      .gp_nr_stages  (gp_phase)
	    ) SR_PHASE_LT_0 (
	      .i_rst_an (i_rst_an),
	      .i_ena    (i_ena),  
	      .i_clk    (i_clk),  
	      .i_data   (i_data), 
	      .o_data   (d_data),
	      .o_shift_done (w_ena)  
	    );
	  end
        for (x=gp_decimation_factor; x>0; x=x-1)
          begin: g_reg_comm_inp
            dff #(
              .gp_data_width (gp_idata_width)
              ) REG_COMMUTATOR_INP_DATA  (
              .i_rst_an (i_rst_an),
              .i_ena    (i_ena),
              .i_clk    (r_ring_cnt[x-1]),
              .i_data   (d_data),
              .o_data   (w_data[x*gp_idata_width-1 -: gp_idata_width])
            );
          end
	if (gp_reg_oup)
	  begin: g_reg_comm_oup
            for (x=gp_decimation_factor; x>0; x=x-1)
              begin: g_dff
                dff #(
                  .gp_data_width (gp_idata_width)
                  ) REG_COMMUTATOR_OUP_DATA  (
                  .i_rst_an (i_rst_an),
                  .i_ena    (i_ena),
                  .i_clk    (r_done),
                  .i_data   (w_data[x*gp_idata_width-1 -: gp_idata_width]),
                  .o_data   (o_data[x*gp_idata_width-1 -: gp_idata_width])
                );
              end	  
	  end
	else
	  begin
	    assign o_data = w_data;
	  end
        assign w_done = (r_ring_cnt[0]) ? 1'b1 : 1'b0;
      end 
    else
      begin: g_commutator_ccw
        always @(posedge i_clk or negedge i_rst_an)
          begin: p_ring_counter_ccw
            if (!i_rst_an)
              begin
                r_ring_cnt <= 'd0;
		r_done     <= 1'b0;
              end
            else if (i_ena)
              begin
                if (r_ring_cnt == 'd0)
                  begin
                    r_ring_cnt[0] <= 1'b1;
                  end
                else
                  begin
                    r_ring_cnt[0]               <= r_ring_cnt[c_cnt_width-1];
                    r_ring_cnt[c_cnt_width-1:1] <= r_ring_cnt[c_cnt_width-2:0];
                  end
		r_done     <= w_done;
              end
          end 
	if (gp_phase==0)
	  begin: SR_PHASE_EQ_0
	    assign d_data = i_data;
	  end
	else	  
	  begin: g_phase_alignment
            shift_register #(
	      .gp_data_width (gp_idata_width),
	      .gp_nr_stages  (gp_phase)
	    ) SR_PHASE_LT_0 (
	      .i_rst_an (i_rst_an),
	      .i_ena    (i_ena),  
	      .i_clk    (i_clk),  
	      .i_data   (i_data), 
	      .o_data   (d_data),
	      .o_shift_done (w_ena)  
	    );
	  end
        for (x=0; x<gp_decimation_factor; x=x+1)
          begin: g_reg_comm_inp
            dff #(
              .gp_data_width (gp_idata_width)
              ) REG_COMMUTATOR_INP_DATA  (
              .i_rst_an (i_rst_an),
              .i_ena    (i_ena),
              .i_clk    (r_ring_cnt[x]),
              .i_data   (d_data),
              .o_data   (w_data[(x+1)*gp_idata_width-1:x*gp_idata_width])
            );
          end
	if (gp_reg_oup)
	  begin: g_reg_comm_oup
            for (x=0; x<gp_decimation_factor; x=x+1)
              begin: g_dff
                dff #(
                  .gp_data_width (gp_idata_width)
                  ) REG_COMMUTATOR_OUP_DATA  (
                  .i_rst_an (i_rst_an),
                  .i_ena    (i_ena),
                  .i_clk    (r_done),
                  .i_data   (w_data[(x+1)*gp_idata_width-1:x*gp_idata_width]),
                  .o_data   (o_data[(x+1)*gp_idata_width-1:x*gp_idata_width])
                );
              end	  
	  end
	else
	  begin
	    assign o_data = w_data;
	  end
        assign w_done = (r_ring_cnt[c_cnt_width-1]) ? 1'b1 : 1'b0;
      end 
  endgenerate
assign o_clk  = r_done;
endmodule
```
**/design/flow/run.sh**
```bash
#!/bin/bash
# OpenROAD 26Q1-2900-gdf79404cd8, Yosys 0.63+post, stock flow scripts
make -C /OpenROAD-flow-scripts/flow DESIGN_CONFIG=/design/flow/config.mk WORK_HOME=/design/flow/orfs finish
```
**/design/flow/config.mk**
```make
export PLATFORM = sky130hd
export DESIGN_NAME = commutator
export DESIGN_NICKNAME = commutator
export VERILOG_FILES = /design/flow/design.v
export SDC_FILE = /design/flow/constraint.sdc
export NUM_CORES = 4
export LEC_CHECK = 1
export CORE_UTILIZATION = 50
```
**/design/flow/constraint.sdc**
```tcl
current_design commutator

set clk_period 2.1
set clk_io_pct 0.2

create_clock -name clk0 -period $clk_period [get_ports {i_clk}]

set non_clock_inputs [all_inputs -no_clocks]
set_input_delay [expr $clk_period * $clk_io_pct] -clock clk0 $non_clock_inputs
set_output_delay [expr $clk_period * $clk_io_pct] -clock clk0 [all_outputs]
```
==> results.env <==
STATUS='completed'
YOSYSWARNINGS=2
PRE_CTS_WS_NS=0.849
SEQUENTIAL_CELL_AREA_UM2=1730
PLACEABLECOREAREA_UM2=5170
POWER.INTERNAL_W=0.00106
POWER.SHARE.CLOCK=0.124
SHARE_OF_TOTAL_POWER_CONSUMED_BY_NET_SWITCHING=0.262
DPL.HPWL_UM=3150
SYNTH_CELL_TYPES=16
DRT_WL_TOTAL_UM=4220
SEQ_AREA_FRAC_SYNTH=0.634
CLOCKBUFFERDEPTH=2
FINALSETUPVIOLCOUNT=0
FLOORPLAN.CORE_UTIL=0.527
LAYOUTNONFILLERINSTCOUNT=304
POSTLAYOUTCOREUTIL=0.623
ROUTE.DETAILED.WL_PER_INST_UM=13.9
CRITICAL_PATH.MAX_STAGE_DELAY_NS=0.47
FRACTION_OF_FINAL_LAYOUT_CELLS_WITH_DRIVE_STRENGTH_GREATER_THAN_1=0.299
CRIT_PATH_START_KIND='flip-flop'
SW_POWER_W=0.000378
AREA.COMBINATIONAL_UM2=778
ROUTABILITYCONGESTION=0.771
SYNTHESIZED_INSTANCE_COUNT=191
SETUP_TNS_NS=0
CTS_INSERTED_BUFFERS=3
SYNTH_FLOP_COUNT=69
CRITICAL_PATH.SLOWEST_CELL='clkdlybuf4s50_1'
HOLD_PATH_CLASS='input pin to async pin'
PWR_DENSITY_CELL_nW_PER_UM2=448
GRT.OVERFLOW.TOTAL=0
GRT_ANTENNA_BEFORE_REPAIR=0
POST-CTS-SETUP-BUFFER-COUNT=0
REPORT.FINAL.HOLD_VIOL_COUNT=0
VDD_DROP_MAX_mV=0.371
UNREPAIRED_SETUP_ENDPOINTS_AFTER_GLOBAL_ROUTING='no'
CP.ARRIVAL_NS=1.04
NUMBER_OF_UNCONSTRAINED_ENDPOINTS=96
VIAS=1456
CTS-HOLD-FIX-BUFFERS=0
ROWS=26
SYNTH.AVG_CELL_AREA_UM2=14.3
R2R.WORST_PATH.CELLS=2
SYN_TO_FINAL_GROWTH_PCT=18.3
RELSLEWSLACK=0.626
LEAKAGE_nW=1.52
DRT-PASS1-ITER-COUNT=6
TIMING.CLOCK.SKEW_NS=0.00233
WORST-ENDPOINT-REQUIRED_NS=1.68
WORST_SLEW_PIN_SLEW_NS=0.561
REG2REG_TO='r_ring_cnt[0]$_DFFE_PN0P_'
SETUP.REG_TO_REG.WORST_SLACK_NS=0.97
UNCLOCKED_PINS=64
GRT_MAX_DEGREE=34
CRITICAL_PATH_CAPTURE_POINT_TYPE='output port'
FIRST_GLOBAL_VIAS=1435
CRITICAL_PATH.CELL_CHAIN='clkdlybuf4s50_1'
POST_DRT_VIA_CELL_RATIO=4.79
POST_LAYOUT_PERIOD_USAGE=0.694
PORT_BUFFERS=43
CTS.ROOT.BUFFER_CELL='clkbuf_8'
OPENROAD.WARNINGS=26
DETAIL-ROUTE-ANTENNA-NETS=0
DESIGN.PORTCOUNT=44
CHIPAREA_UM2=5750
FILL_CELLS=391
FIRST_ITER_VIOLATIONS=54
MAX-CAP-VIOLATIONS=0
POST-ROUTE-DRC-COUNT=0
DIE_W_UM=75.8
TOTAL_POWER_W=0.00144
CTS-HTREE-LEVELS=1
CLOCK_PIN_SLEW_ON_THE_WORST_SETUP_AND_HOLD_PATHS_NS=0.04
GRT.TOTAL_USAGE=0.175
COMBPWRFRAC=0.353
TIMING.FINAL.MAX_SLEW_VIOLATIONS=0
TIMING.CRITICAL_PATH.MAX_DELAY_FAMILY='buffers and inverters'
TIMING_WORST_SETUP_PATH_TYPE='flip-flop to output port'
WORST_R2R_STARTPOINT='r_ring_cnt[2]$_DFFE_PN0P_'
TRITONCTS='done'
P_SEQ_FRAC=0.523
CTS_RESIZED=0
CLOCK.LATENCY.LATE_PIN_NS=0.22
SYNTH_CHIP_AREA_UM2=2720
MAX_CLK_RATE_GHz=0.686
DIE.SIZE.Y_UM=75.8
WORSTPATHMAXFANOUT=2
GRT_PASS1_WL_UM=7170
COUNT_OF_BUFFER_AND_INVERTER_CELLS_ON_THE_CRITICAL_PATH=1
NETLIST_AREA_UM2=2720
PLACED_CELLS=300
SYNTH-CELLS-YOSYS=191
FINAL_PERIOD_MINUS_WORST_SETUP_SLACK_NS=1.46
POSTLAYOUTSETUPSLACKWORST_NS=0.643
ANTENNADIODECOUNT=0
Yosys cell counts (all sizes together):
library cell / instances / area [µm²]
a31oi: 1 / 6.26
buf: 9 / 95.1
nor2: 1 / 3.75
mux2: 35 / 450
or3: 1 / 6.26
nand2: 9 / 71.3
o21ai: 33 / 240
dfrtp: 69 / 1730
inv: 33 / 124
area by class of cell:
| type | count | area share |
|---|---|---|
| clock buffers | 4 | 0.0140 |
| inverters | 33 | 0.0384 |
| multi-input cells | 80 | 0.242 |
| flip-flops and latches | 69 | 0.536 |
| well taps | 70 | 0.0272 |
| repair buffers | 48 | 0.143 |
cell usage in the layout (no fill, tap or decap):
cell type and instances:
a31oi_1 1, buf_2 1, buf_4 6, clkbuf_1 1
clkbuf_8 3, clkdlybuf4s50_1 41, dfrtp_1 69, inv_1 33
mux2_2 20, mux2_4 15, nand2_1 4, nand2_4 5
nor2_1 1, o21ai_0 6, o21ai_1 7, o21ai_2 20
or3_1 1
through the flow:
stage | instance area, µm² | hold WS [ns]
after floorplan | 2720 | 0.124
after global placement | 3180 | 0.433
after detailed placement | 3180 | 0.448
after CTS | 3220 | 0.213
after global routing | 3220 | 0.239
final | 3220 | 0.195
worst max-delay path by stage:
stage | cells after the start | slack, ns | from | to
4_1_cts | 1 | 0.62 | r_done$_DFFE_PN0P_ | o_clk
5_1_grt | 1 | 0.59 | r_done$_DFFE_PN0P_ | o_clk
6_report | 1 | 0.64 | r_done$_DFFE_PN0P_ | o_clk
routing by layer:
metal	vias to the layer above	part of all wire	track usage
met5	-	0	0
met4	0	0	0.00412
met3	0	0.037	0.0241
met2	34	0.43	0.254
met1	718	0.53	0.318
li1	704	-	-
power by group through the flow:
stage / clock (W) / combinational, W / sequential [W]
after CTS: 0.000185 / 0.000522 / 0.000760
after global routing: 0.000200 / 0.000577 / 0.000788
final: 0.000179 / 0.000508 / 0.000754
cell families after synthesis:
| logic type | synth area share |
|---|---|
| AOI/OAI and AO/OA | 0.0905 |
| and+or+nand+nor | 0.0299 |
| buffers and inverters | 0.0804 |
| DFF | 0.634 |
| muxes | 0.165 |
Power and IR drop assume default switching activity.
