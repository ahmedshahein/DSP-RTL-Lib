==> flow/design.v <==
module filt_cici #(
  parameter gp_interpolation_factor = 4,
  parameter gp_order                = 3,
  parameter gp_diff_delay           = 1,
  parameter gp_phase                = 0,
  parameter gp_inp_width            = 8,
  parameter gp_oup_width            = gp_inp_width + gp_order*$clog2(gp_interpolation_factor*gp_diff_delay)
) (
  input  wire                           i_rst_an,
  input  wire                           i_ena,
  input  wire                           i_clk,
  input  wire                           i_fclk,
  input  wire signed [gp_inp_width-1:0] i_data,
  output wire signed [gp_oup_width-1:0] o_data
);
  localparam c_fill_width = gp_oup_width - gp_inp_width;
  wire signed [gp_oup_width-1         :0] r_int_inp;
  wire signed [gp_order*gp_oup_width-1:0] r_int_dly;
  wire signed [gp_order*gp_oup_width-1:0] r_comb_dly;
  wire signed [gp_oup_width-1         :0] w_data;
  wire signed [gp_oup_width-1         :0] w_upsample_inp;
  wire signed [gp_order*gp_oup_width-1:0] w_int_add;
  wire signed [gp_order*gp_oup_width-1:0] w_comb_diff;
  genvar i;
  assign w_data = $signed({{c_fill_width{i_data[gp_inp_width-1]}},i_data});
  generate
    for (i=0; i<gp_order; i=i+1)
      begin: g_comb
        if (i==0)
          begin: g_comb_0
            shift_register #(
              .gp_data_width (gp_oup_width),
              .gp_nr_stages  (gp_diff_delay)
            ) CIC_COMB_SR (
              .i_rst_an (i_rst_an),
              .i_ena	(i_ena),
              .i_clk	(i_clk),  
              .i_data	(w_data), 
              .o_data	(r_comb_dly[(i+1)*gp_oup_width-1 -: gp_oup_width]),
              .o_shift_done ()  
            );
            assign w_comb_diff[(i+1)*gp_oup_width-1 -: gp_oup_width] = $signed(w_data) - $signed(r_comb_dly[(i+1)*gp_oup_width-1 -: gp_oup_width]);
          end
        else
          begin: g_comb_1_n
            shift_register #(
              .gp_data_width (gp_oup_width),
              .gp_nr_stages  (gp_diff_delay)
            ) CIC_COMB_SR (
              .i_rst_an (i_rst_an),
              .i_ena	(i_ena),
              .i_clk	(i_clk),  
              .i_data	(w_comb_diff[i*gp_oup_width-1 -: gp_oup_width]), 
              .o_data	(r_comb_dly[(i+1)*gp_oup_width-1 -: gp_oup_width]),
              .o_shift_done ()  
            );  	    
            assign w_comb_diff[(i+1)*gp_oup_width-1 -: gp_oup_width] = $signed(w_comb_diff[i*gp_oup_width-1 -: gp_oup_width]) - $signed(r_comb_dly[(i+1)*gp_oup_width-1 -: gp_oup_width]); 
          end
      end
  endgenerate
  assign w_upsample_inp = $signed(w_comb_diff[gp_order*gp_oup_width-1 -: gp_oup_width]);  
  upsample #(
    .gp_data_width (gp_oup_width),
    .gp_nr_stages  (gp_interpolation_factor),
    .gp_phase (gp_phase)
  ) cici_upsample (
    .i_rst_an (i_rst_an),
    .i_ena    (i_ena),
    .i_clk    (i_fclk),  
    .i_data   (w_upsample_inp), 
    .o_data   (r_int_inp),
    .o_shift_done ()  
  );  
  generate
    for (i=0; i<gp_order; i=i+1)
      begin: g_integrator
        if (i==0)
          begin: g_int_0
            assign w_int_add[(i+1)*gp_oup_width-1 -: gp_oup_width] = $signed(r_int_inp) + $signed(r_int_dly[(i+1)*gp_oup_width-1 -: gp_oup_width]);
            dff #(
	      .gp_data_width (gp_oup_width)
	    ) CIC_INT_DLY (
	      .i_rst_an (i_rst_an),
              .i_ena	(i_ena),
              .i_clk	(i_fclk),
	      .i_data	(w_int_add[(i+1)*gp_oup_width-1 -: gp_oup_width]),
	      .o_data	(r_int_dly[(i+1)*gp_oup_width-1 -: gp_oup_width])
	    );  	    
          end
        else
          begin: g_int_1_n
            assign w_int_add[(i+1)*gp_oup_width-1 -: gp_oup_width] = $signed(w_int_add[i*gp_oup_width-1 -: gp_oup_width]) + $signed(r_int_dly[(i+1)*gp_oup_width-1 -: gp_oup_width]);
            dff #(
	      .gp_data_width (gp_oup_width)
	    ) CIC_INT_DLY (
	      .i_rst_an (i_rst_an),
              .i_ena	(i_ena),
              .i_clk	(i_fclk),
	      .i_data	(w_int_add[(i+1)*gp_oup_width-1 -: gp_oup_width]),
	      .o_data	(r_int_dly[(i+1)*gp_oup_width-1 -: gp_oup_width])
	    );  	  
          end
      end
  endgenerate
 assign o_data = w_int_add[gp_order*gp_oup_width-1 -: gp_oup_width];
endmodule
module upsample #(
  parameter gp_data_width = 8,                    
  parameter gp_nr_stages  = 4,                    
  parameter gp_phase      = 0
) (
  input  wire                     i_rst_an,       
  input  wire                     i_ena,          
  input  wire                     i_clk,          
  input  wire [gp_data_width-1:0] i_data,         
  output wire [gp_data_width-1:0] o_data,         
  output wire                     o_shift_done    
);
  localparam c_cnt_width = $clog2(gp_nr_stages)+1;
  localparam c_phase_offset = (gp_phase == 0) ? 1 : gp_phase;
  reg [c_cnt_width-1                    :0] r_cnt;
  reg                                       r_shift_done; 
  wire                                      w_shift_done;
  wire                                      w_load;
  wire [gp_data_width-1                 :0] w_upsample_data;
  wire [c_phase_offset*gp_data_width-1  :0] w_phase_offset;
  wire [(gp_nr_stages-1)*gp_data_width-1:0] w_zero_insertion;
  assign w_upsample_data = (w_load) ? i_data : w_zero_insertion[gp_data_width-1:0];
  genvar i, j;  
  generate
    for (i=0; i<c_phase_offset; i=i+1)
      begin: g_offset_zero_insertion	
	if (gp_phase == 0)
	  begin
	    assign w_phase_offset = w_upsample_data;
	  end
	else
	  begin
    	    if (i==0)
    	      begin: g_shiftreg_dff
      	        dff #(
                  .gp_data_width (gp_data_width)
                ) upsample_shiftreg_dff  (
                  .i_rst_an (i_rst_an),
                  .i_ena    (i_ena),
                  .i_clk    (i_clk),
                  .i_data   (w_upsample_data),
                  .o_data   (w_phase_offset[(i+1)*gp_data_width-1 -: gp_data_width])
                );
    	      end
    	    else
    	      begin
      	        dff #(
                  .gp_data_width (gp_data_width)
                ) upsample_shiftreg_dff  (
                  .i_rst_an (i_rst_an),
                  .i_ena    (i_ena),
                  .i_clk    (i_clk),
                  .i_data   (w_phase_offset[(i)*gp_data_width-1   -: gp_data_width]),
                  .o_data   (w_phase_offset[(i+1)*gp_data_width-1 -: gp_data_width])
                );	  
    	      end	  
	  end
      end 
  endgenerate
  generate
    for (j=0; j<gp_nr_stages-1; j=j+1)
      begin: g_upsample_zero_insertion
        if (j!=gp_nr_stages-2)
	  begin
	    dff #(
              .gp_data_width (gp_data_width)
            ) upsample_shiftreg_dff  (
              .i_rst_an (i_rst_an),
              .i_ena	(i_ena),
              .i_clk	(i_clk),
              .i_data	(w_zero_insertion[(j+2)*gp_data_width-1 -: gp_data_width]),
              .o_data	(w_zero_insertion[(j+1)*gp_data_width-1 -: gp_data_width])
            );
	  end
	else
	  begin
	    assign w_zero_insertion[(j+1)*gp_data_width-1 -: gp_data_width] = 'd0;
	  end
      end
  endgenerate
  always @(posedge i_clk or negedge i_rst_an)
    begin: p_count_stages
      if (!i_rst_an)
        begin
	  r_cnt        <= gp_nr_stages;
	  r_shift_done <= 1'b0;
	end
      else if (i_ena)
        begin
	  if (r_cnt<gp_nr_stages-1)
	    r_cnt <= r_cnt + 1'b1;
	  else
	     r_cnt        <= 'd0;
	  if (w_shift_done)
	    r_shift_done <= 1'b1;	    
	end
    end
assign w_load       = (r_cnt == 0) ? 1'b1 : 1'b0;
assign w_shift_done = (r_cnt == gp_nr_stages) ? 1'b1 : r_shift_done;
assign o_shift_done = w_shift_done;
assign o_data       = w_phase_offset[c_phase_offset*gp_data_width-1 -: gp_data_width];  
endmodule
module dff #(
  parameter gp_data_width = 8                   
) 
(
  input  wire                     i_rst_an,     
  input  wire                     i_ena,        
  input  wire                     i_clk,        
  input  wire [gp_data_width-1:0] i_data,       
  output wire [gp_data_width-1:0] o_data        
);
  reg [gp_data_width-1:0] r_data;
  always @(posedge i_clk or negedge i_rst_an)
    begin: p_dff
      if (!i_rst_an)
        r_data <= 'd0;
      else if (i_ena)
        r_data <= i_data;  
    end
  assign o_data = r_data;
endmodule
module shift_register #(
  parameter gp_data_width = 8,                    
  parameter gp_nr_stages  = 4                     
) (
  input  wire                     i_rst_an,       
  input  wire                     i_ena,          
  input  wire                     i_clk,          
  input  wire [gp_data_width-1:0] i_data,         
  output wire [gp_data_width-1:0] o_data,         
  output wire                     o_shift_done    
);
  localparam c_cnt_width = $clog2(gp_nr_stages);
  reg [c_cnt_width-1:0]                 r_cnt;
  reg                                   r_shift_done; 
  wire                                  w_shift_done;
  wire [gp_nr_stages*gp_data_width-1:0] w_data;
  always @(posedge i_clk or negedge i_rst_an)
    begin: p_count_done
      if (!i_rst_an)
        begin
	  r_cnt        <= 'd0;
	  r_shift_done <= 1'b0;
	end
      else if (i_ena)
        begin
	  if (r_cnt<gp_nr_stages)
	    r_cnt <= r_cnt + 1'b1;
	  if (w_shift_done)
	    r_shift_done <= 1'b1;	    
	end
    end
  genvar i;  
  generate
    for (i=0; i<gp_nr_stages; i=i+1)
      begin: g_shift_register_loop
        if (i==0)
          begin: g_shift_register_0
            dff #(
	    .gp_data_width (gp_data_width)
	    ) REG_COMMUTATOR_INP_DATA  (
	    .i_rst_an (i_rst_an),
	    .i_ena    (i_ena),
	    .i_clk    (i_clk),
	    .i_data   (i_data),
	    .o_data   (w_data[(i+1)*gp_data_width-1 -: gp_data_width])
	    );
          end
        else
          begin: g_shift_register_1_n
            dff #(
	    .gp_data_width (gp_data_width)
	    ) REG_COMMUTATOR_INP_DATA  (
	    .i_rst_an (i_rst_an),
	    .i_ena    (i_ena),
	    .i_clk    (i_clk),
	    .i_data   (w_data[(i)*gp_data_width-1 -: gp_data_width]),
	    .o_data   (w_data[(i+1)*gp_data_width-1 -: gp_data_width])
	    );  	  
          end
        end
  endgenerate
assign w_shift_done = (r_cnt == gp_nr_stages) ? 1'b1 : r_shift_done;
assign o_shift_done = w_shift_done;
assign o_data       = w_data[gp_nr_stages*gp_data_width-1 -: gp_data_width];  
endmodule
==> flow/run.sh <==
#!/bin/bash
# OpenROAD 26Q1-2900-gdf79404cd8, Yosys 0.63+post, stock flow scripts
make -C /OpenROAD-flow-scripts/flow DESIGN_CONFIG=/design/flow/config.mk WORK_HOME=/design/flow/orfs finish
==> flow/config.mk <==
export PLATFORM = sky130hd
export DESIGN_NAME = filt_cici
export DESIGN_NICKNAME = filt_cici
export VERILOG_FILES = /design/flow/design.v
export SDC_FILE = /design/flow/constraint.sdc
export NUM_CORES = 4
export LEC_CHECK = 1
export CORE_UTILIZATION = 30
==> flow/constraint.sdc <==
current_design filt_cici

set clk_period 13.5
set clk_io_pct 0.2

create_clock -name clk0 -period $clk_period [get_ports {i_clk}]
create_clock -name clk1 -period $clk_period [get_ports {i_fclk}]

set non_clock_inputs [all_inputs -no_clocks]
set_input_delay [expr $clk_period * $clk_io_pct] -clock clk0 $non_clock_inputs
set_output_delay [expr $clk_period * $clk_io_pct] -clock clk0 [all_outputs]
==> impl_metrics.py <==
# Metrics from the implementation run
metrics = {
    "die": {
        "rows": 48,
        "fp_util_pct": 30.9,
        "dieArea_um2": 18600,
        "die_h_um": 136,
        "fp.coreArea_um2": 17500,
        "boundaryPins": 26,
        "die_width_um": 136,
    },
    "synthesis": {
        "mux_share_pct": 10.2,
        "netlist_area_um2": 5410,
        "ys_seq_share_pct": 33.3,
        "synth_cells": 569,
        "postSynth.asyncResetShare_pct": 100,
        "ys.flops": 72,
        "logic_family": "adder cells",
        "synth_cell_types": 46,
        "ys_cells": 569,
        "adder_share_pct": 18.0,
        "synth_warnings": 3,
        "edf_count": 0,
        "synth_top_flop_cell": "dfrtp_1",
        "ys_sh_aoi_pct": 15.4,
        "yosys_area_um2": 5410,
        "synth.avg_cell_area_um2": 9.51,
        "simple_gate_area_share_pct": 9.46,
        "synth-xor-area-share_pct": 8.70,
    },
    "routing": {
        "first_pass_iters": 4,
        "vias_per_cell": 4.65,
        "routedWlPerCell_um": 11.1,
        "diodes": 0,
        "wl_um": 9100,
        "drt_iter0_drc": 177,
        "vias": 3812,
        "drc_errors": 0,
        "ant_nets": 0,
    },
    "sta": {
        "fin_worst_skew_ps": 4.88,
        "setup_viol": 0,
        "max_slew_margin_pct": 61.6,
        "hold_viol_final": 0,
        "final_max_slew_viol_count": 0,
        "worstMarginPinSlew_ps": 576,
        "setup_ws_ps": 663,
        "rsz0062_at_grt": "no",
        "fin_hold_ws_ps": 502,
        "setup-tns-final_ps": 0,
    },
    "global_route": {
        "grt_pass1_wl_um": 16400,
        "grt_usage_pct": 10.9,
        "grt_max_degree": 57,
        "grt-ovfl-total": 0,
        "grt_pass1_vias": 3666,
        "antenna_found_initial": 0,
    },
    "critical_path": {
        "critical_path_buf_inv_count": 4,
        "endpoint_kind": "output port",
        "path_class": "primary input to output port",
        "crit_required_ps": 10800,
        "worstPathArrival_ps": 10140,
        "crit_family": "AND-OR/OR-AND gates",
        "critPathMaxStageDelay_ps": 560,
        "crit_path_max_fanout": 4,
        "critical-path-slowest-cell": "fa_1",
        "crit_path_frequent_cell": "ha_1",
        "startpoint_type": "primary input",
    },
    "finish": {
        "drive_above_1_share_pct": 12.3,
        "num-fill-cells": 1734,
        "layout_top_cell": "dfrtp_1",
        "final_cell_mix": "71 x dfrtp_1, 68 x ha_1, 60 x inv_1",
        "stdcell_count": 820,
        "areaGrowthSynthToFinish_pct": 13.4,
    },
    "cts": {
        "cts_sinks": 72,
        "clk_pin_slew_ps": 70,
        "cts-resized-gates": 0,
        "postCtsSetupRepairBufs": 0,
        "hold_buffers": 0,
        "cts_tree": "done",
    },
    "job": {
        "warnings": 27,
        "maxCapViolations": 0,
    },
    "worst_hold_path": {
        "hp-class": "flop to flop",
    },
    "place": {
        "place_congestion": 0.843,
        "place_ws_ps": 442,
        "portBuffers": 24,
        "dp_hpwl_um": 6770,
        "dp.cells": 808,
    },
    "run_status": {
        "run_status": "finished, final reports clean",
    },
}
## layer usage
layer  routed length (um)  global-route usage, %  part of all wire (%)
met2                 4280                   18.0                    47
met3                  217                   1.90                   2.4
met1                 4500                   15.7                    49
met4                  103                   1.17                   1.1
met5                    0                      0                     0
## final timing paths
path / start / to / slack (ps) / depth (start not counted)
setup / recovery: i_data[0] / o_data[13] / 660 / 39
hold / removal: cici_upsample.r_cnt[2] / cici_upsample.r_cnt[2] / 500 / 1
setup reg to reg: flop / g_integrator[2].g_int_1_n.CIC_INT_DLY.r_data[13] / 6390 / 37
hold reg to reg: cici_upsample.r_cnt[2] / cici_upsample.r_cnt[2] / 500 / 1
max in group clk1: i_data[0] / g_integrator[2].g_int_1_n.CIC_INT_DLY.r_data[13] / 3810 / 39
max in group asynchronous: i_rst_an / g_integrator[1].g_int_1_n.CIC_INT_DLY.r_data[2] / 10210 / 2
min in group clk0: flop / flop / 510 / 1
min in group asynchronous: i_rst_an / g_integrator[0].g_int_0.CIC_INT_DLY.r_data[0] / 2360 / 1
## worst reg2reg max path: cells and delay by family (launching register included)
kind / cells / cell delay, ps
AND-OR/OR-AND: 17 / 2530
flip-flops: 1 / 380
buffers and inverters: 1 / 60
XOR/XNOR: 5 / 840
AND/OR/NAND/NOR: 6 / 580
adder cells (fa/ha/maj): 7 / 2350
multiplexers: 1 / 260
## Yosys cell counts, drive strengths merged, types with 3 or more instances
cell	number	area (um2)
a211oi	4	30.0
a21boi	5	37.5
a21o	15	113
a21oi	41	209
clkbuf	11	41.3
dfrtp	71	1780
fa	6	120
ha	68	851
inv	60	225
mux2	46	522
mux2i	3	30.0
nand2	42	158
nand2b	9	56.3
nand3	7	35.0
nor2	32	120
nor2b	10	62.6
nor3	5	25.0
o21a	4	30.0
o21ai	50	250
o21bai	6	45.0
o22ai	3	25.0
xnor2	37	332
xor2	13	114
## area by class of cell
type	instances	area (um2)	share of cell area (%)
clock buffer	9	204	3.32
multi-input combinational	425	3360	54.7
inverter	60	225	3.67
timing repair buffer	26	250	4.08
sequential	72	1800	29.4
clock inverter	3	15.0	0.245
tap	225	282	4.59
## cells by family (layout without fill, tap and decap cells)
kind of cell,after synthesis,after routing
adders and majority gates,74,74
muxes,49,49
AOI/OAI and AO/OA,138,138
and+or+nand+nor,113,113
buffers and inverters,72,98
xor gates and xnor gates,51,51
DFF,72,72
## per-stage QoR
step | util (%) | area, um2
floorplan | - | 5410
global placement | 33.7 | 5900
detailed placement | 33.7 | 5900
CTS | 35.0 | 6110
global route | 35.1 | 6130
finish | 35.1 | 6130
